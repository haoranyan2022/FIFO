--- design/flow/config.mk ---
export PLATFORM = sky130hd
export DESIGN_NAME = top_module
export DESIGN_NICKNAME = top_module
export VERILOG_FILES = /design/flow/design.v
export SDC_FILE = /design/flow/constraint.sdc
export NUM_CORES = 4
export LEC_CHECK = 1
export CORE_UTILIZATION = 50
--- design/flow/constraint.sdc ---
current_design top_module

set clk_period 5.8
set clk_io_pct 0.2

create_clock -name clk0 -period $clk_period [get_ports {clk_r}]
create_clock -name clk1 -period $clk_period [get_ports {clk_w}]

set non_clock_inputs [all_inputs -no_clocks]
set_input_delay [expr $clk_period * $clk_io_pct] -clock clk0 $non_clock_inputs
set_output_delay [expr $clk_period * $clk_io_pct] -clock clk0 [all_outputs]
--- design/flow/design.v ---
module RAM #(
    parameter fifo_addr_size = 5            ,
    parameter fifo_data_size = 16           
) (
    input clk_w                             ,
    input rst_w                             ,
    input w_en                              ,
    input almost_full                       ,
    input [fifo_addr_size - 1 : 0] w_addr                            ,
    input full                              ,
    input clk_r                             ,
    input rst_r                             ,
    input r_en                              ,
    input almost_empty                      ,
    input [fifo_addr_size - 1 : 0] r_addr                            ,
    input empty                             ,
    input  [fifo_data_size - 1 : 0] data_in  ,
    output reg [fifo_data_size - 1 : 0] data_out 
);
    reg [fifo_data_size - 1 : 0] register [{ fifo_addr_size {1'b1} } : 0]   ; 
    integer i                                                               ;
    always @(posedge clk_w or negedge rst_w) begin
        if (~rst_w) begin
            for (i = 0; i <= fifo_data_size ; i = i + 1) begin
                register [i] <= { fifo_data_size {1'b0} }                   ;
            end
        end else if ((w_en == 1'b1) && (almost_full == 1'b0) && (full == 1'b0)) begin
                register[w_addr] <= data_in                                 ; 
        end else begin
            register[w_addr] <= {fifo_data_size {1'b0}}                     ;
        end
    end
    always @(posedge clk_r or negedge rst_r) begin
        if (~rst_r) begin
            data_out <= {fifo_data_size{1'b0}}                              ;
        end else if ((r_en == 1'b1) && (almost_empty == 1'b0) && (empty == 1'b0)) begin
            data_out <= register[r_addr]                                    ; 
        end else begin
            data_out <= {fifo_data_size{1'b0}}                              ;
        end
    end
endmodule
module bin_to_gray #(
    parameter data_size = 8
) (
    input wire [data_size : 0] bin,
    output wire [data_size : 0] gray
);
    assign gray = (bin >> 1) ^ bin;
endmodule
module gray_to_bin #(
    parameter data_size = 8
) (
    input reg [data_size : 0] gray,
    output reg [data_size : 0] bin
);
    integer  i;
    always @(*) begin
        bin[data_size] = gray[data_size];
        for (i = data_size - 1; i >= 0; i = i - 1 ) begin
            bin[i] = bin[i + 1] ^ gray[i];
        end
    end
endmodule
module read_fifo #(
    parameter fifo_addr_size = 5            ,
    parameter almost_empty_full_gap = 3     
) (
    input clk_r                             ,
    input rst_r                             ,
    input r_en                              ,
    output reg almost_empty                     ,
    output reg empty                            ,
    input   [fifo_addr_size : 0] waddr_gray_sync               ,
    output  [fifo_addr_size - 1 : 0] r_addr                    ,
    output  [fifo_addr_size : 0] raddr_gray                      
);
    reg [fifo_addr_size : 0] r_pointer_bin                  ;
    wire flag_rd                                            ;
    reg [fifo_addr_size : 0] rd_gap                         ;
    wire [fifo_addr_size : 0] w_pointer_bin_sync             ;
    assign flag_rd = ((r_en == 1'b1) && (almost_empty == 1'b0) && (empty == 1'b0))   ;
    always @(posedge clk_r or negedge rst_r) begin
        if (~rst_r) begin
            r_pointer_bin <= {fifo_addr_size{1'b0}}                                  ;
        end else if (flag_rd) begin
            r_pointer_bin <= r_pointer_bin + 1'b1           ;
        end else begin
            r_pointer_bin <= r_pointer_bin                  ;
        end
    end
    bin_to_gray #(
        .data_size(fifo_addr_size)
    ) U2_bin2gray(
        .bin(r_pointer_bin)         ,
        .gray(raddr_gray)           
    );
    gray_to_bin #(
        .data_size(fifo_addr_size)
    ) U2_gray2bin(
        .gray(waddr_gray_sync)      ,
        .bin(w_pointer_bin_sync)
    );
    always @(*) begin
        rd_gap = w_pointer_bin_sync - r_pointer_bin             ;
    end
    always @(posedge clk_r or negedge rst_r) begin
        if (~rst_r) begin
            almost_empty <= 1'b0         ;
        end else begin
            if (rd_gap < almost_empty_full_gap) begin
                almost_empty <= 1'b1        ;
            end else begin
                almost_empty <= 1'b0        ;
            end
        end
    end
    always @(posedge clk_r or negedge rst_r) begin
        if (~rst_r) begin
            empty <= 1'b0                ;
        end else begin
            if ((~(|rd_gap)) || ((rd_gap == 1) & (r_en == 1))) begin
                empty <= 1'b1   ;
            end else begin
                empty <= 1'b0   ;
            end
        end
    end
    assign r_addr = r_pointer_bin[fifo_addr_size - 1 : 0]                       ;
endmodule
module sync #(
    parameter   fifo_addr_size = 5          
) (
    input clk                               ,
    input rst                               ,
    input reg [fifo_addr_size : 0] addr_in      ,
    output reg [fifo_addr_size : 0] addr_out    
);
    reg [fifo_addr_size : 0]    addr_temp   ;
    always @(posedge clk or negedge rst) begin
        if (~rst) begin
            addr_temp <= {fifo_addr_size{1'b0}}         ;
            addr_out  <= {fifo_addr_size{1'b0}}         ;
        end else begin
            addr_temp <= addr_in                        ;
            addr_out  <= addr_temp                      ;
        end
    end
endmodule
module top_module #(
    parameter fifo_data_size = 16           ,
    parameter fifo_addr_size = 5            ,
    parameter almost_empty_full_gap = 3     
) (
    input clk_w                             ,
    input rst_w                             ,
    input w_en                              ,
    output almost_full                      ,
    output full                             ,
    input clk_r                             ,
    input rst_r                             ,
    input r_en                              ,
    output almost_empty                     ,
    output empty                            ,
    input  [fifo_data_size - 1 : 0] data_in  ,
    output [fifo_data_size - 1 : 0] data_out 
);
    wire [fifo_addr_size : 0] waddr_gray_sync ; 
    wire [fifo_addr_size : 0] raddr_gray_sync ;
    wire [fifo_addr_size : 0] waddr_gray      ;
    wire [fifo_addr_size : 0] raddr_gray      ;
    wire [fifo_addr_size - 1 : 0] w_addr      ;
    wire [fifo_addr_size - 1 : 0] r_addr      ;
    RAM #(
        .fifo_addr_size(fifo_addr_size)     ,
        .fifo_data_size(fifo_data_size)
    )   inst_RAM(
        .clk_w(clk_w)                       ,
        .rst_w(rst_w)                       ,
        .w_en(w_en)                         ,
        .almost_full(almost_full)           ,
        .w_addr(w_addr)                     ,
        .full(full)                         ,
        .clk_r(clk_r)                       ,
        .rst_r(rst_r)                       ,
        .r_en(r_en)                         ,
        .almost_empty(almost_empty)         ,
        .r_addr(r_addr)                     ,
        .empty(empty)                       ,
        .data_in(data_in)                   ,
        .data_out(data_out)                 
    );
    write_fifo #(
        .fifo_addr_size(fifo_addr_size)     ,
        .almost_empty_full_gap(almost_empty_full_gap)       
    )   inst_write(
        .clk_w(clk_w)                       ,
        .rst_w(rst_w)                       ,
        .w_en(w_en)                         ,
        .almost_full(almost_full)           ,
        .full(full)                         ,
        .raddr_gray_sync(raddr_gray_sync)   ,
        .w_addr(w_addr)                     ,
        .waddr_gray(waddr_gray)             
    ); 
    read_fifo #(
        .fifo_addr_size(fifo_addr_size)     ,
        .almost_empty_full_gap(almost_empty_full_gap)       
    )   inst_read(
        .clk_r(clk_r)                       ,
        .rst_r(rst_r)                       ,
        .r_en(r_en)                         ,
        .almost_empty(almost_empty)         ,
        .empty(empty)                       ,
        .waddr_gray_sync(waddr_gray_sync)   ,
        .r_addr(r_addr)                     ,
        .raddr_gray(raddr_gray)             
    );
    sync #(
        .fifo_addr_size(fifo_addr_size)     
    )   inst_sync_wr2rd(
        .clk(clk_w)                         ,
        .rst(rst_w)                         ,
        .addr_in(waddr_gray)                ,
        .addr_out(waddr_gray_sync)          
    );
    sync #(
        .fifo_addr_size(fifo_addr_size)     
    )   inst_sync_rd2wr(
        .clk(clk_r)                         ,
        .rst(rst_r)                         ,
        .addr_in(raddr_gray)                ,
        .addr_out(raddr_gray_sync)          
    );
endmodule
module write_fifo #(
    parameter fifo_addr_size = 5            ,
    parameter almost_empty_full_gap = 3     
) (
    input clk_w                             ,
    input rst_w                             ,
    input w_en                              ,
    output reg almost_full                      ,
    output reg full                             ,
    input   [fifo_addr_size : 0] raddr_gray_sync                , 
    output  [fifo_addr_size - 1 : 0] w_addr                     ,
    output  [fifo_addr_size : 0] waddr_gray                 
);
    reg [fifo_addr_size : 0] w_pointer_bin                  ; 
    wire flag_wr                                            ;
    reg [fifo_addr_size : 0] wr_gap                         ;
    wire [fifo_addr_size : 0] r_pointer_bin_sync                  ;
    assign flag_wr = ((w_en == 1'b1) && (almost_full == 1'b0) && (full == 1'b0))    ; 
    always @(posedge clk_w or negedge rst_w ) begin
        if (~rst_w) begin
            w_pointer_bin <= {fifo_addr_size{1'b0}}         ;
        end else if (flag_wr) begin
            w_pointer_bin <= w_pointer_bin + 1              ;
        end else begin
            w_pointer_bin <= w_pointer_bin                  ;
        end  
    end
    bin_to_gray #(
        .data_size(fifo_addr_size)
    ) U1_bin2gray(
        .bin(w_pointer_bin)         ,
        .gray(waddr_gray)           
    );
    gray_to_bin #(
        .data_size(fifo_addr_size)
    ) U1_gray2bin(
        .gray(raddr_gray_sync)      ,
        .bin(r_pointer_bin_sync)
    );
    always @(*) begin
        if (r_pointer_bin_sync[fifo_addr_size] ^ w_pointer_bin[fifo_addr_size]) begin
            wr_gap = r_pointer_bin_sync[fifo_addr_size - 1] - w_pointer_bin[fifo_addr_size - 1]          ; 
        end else begin
            wr_gap = {(fifo_addr_size - 1){1'b1}} + 1'b1 + r_pointer_bin_sync - w_pointer_bin            ; 
        end
    end
    always @(posedge clk_w or negedge rst_w) begin
        if (~rst_w) begin
            almost_full <= 1'b0         ;
        end else begin
            if (wr_gap < almost_empty_full_gap ) begin
                almost_full <= 1'b1     ;
            end else begin
                almost_full <= 1'b0     ;
            end
        end
    end
    always @(posedge clk_w or negedge rst_w) begin
        if (~rst_w) begin
            full <= 1'b0                ;
        end else begin
            if ((~(|wr_gap)) || ((wr_gap == 1) & (w_en == 1))) begin
                full <= 1'b1    ;
            end else begin
                full <= 1'b0                ;
            end
        end
    end
    assign w_addr = w_pointer_bin[fifo_addr_size - 1 : 0]                   ;
endmodule
--- design/flow/run.sh ---
#!/bin/bash
# OpenROAD 26Q1-2900-gdf79404cd8, Yosys 0.63+post, stock flow scripts
make -C /OpenROAD-flow-scripts/flow DESIGN_CONFIG=/design/flow/config.mk WORK_HOME=/design/flow/orfs finish
==> writeup.txt <==
The logs give 2026 for the total cells reported by yosys after synthesis and 0 for the final-report max-slew violation count. The area of the multi-input gates was 7565 um^2; the number of global-route vias before repair was 17.50k. STA reports the tightest min-delay check as being of type reg -> reg.

The tools report the worst min-delay path startpoint as inst_sync_rd2wr.addr_temp[5]. The xor/xnor cell area share of the yosys netlist came out at 0.01032. The run gives 121.8 mm for the first-pass GRT wire length. TritonCTS built the clock tree. The number of gates resized after CTS was 0. The chip occupies 48380 um^2. Per STA, the worst path accumulates the most delay in the family buffers and inverters. The worst setup path is captured at a register.

The critical path data required time came out at 5.97 ns. The sequential cell area fraction in the yosys report was 0.6489; the proportion of netlist area held by the largest area contributor was 0.3455. The async set-reset flop share out of synthesis was 0.5775; the total standard cell area after synthesis was 23750 um^2. The fraction of the core area covered by cells at the end of the flow was 0.5768. The tools report the critical path launch point type as a register. The run gives 0.1770 for the post-synthesis compound-gate area fraction.

For this run, the detailed router reports a per-instance via density of 6.460. According to the report, the first pass of detailed routing completed in 23 iterations. The post-synth count of flops with an enable pin is 240. Entering global routing, the biggest net connects 128 pins. In the synthesis report, Yosys lists the chip area as 23750 um^2. The cell leakage power was 10.98 nW. The global route stage reports its total congestion overflow as 0. The die width is 220.0 um, and the number of fill cells in the layout is 3717.

During I/O placement, the number of pins put on the boundary was 42. The critical path contains buffers and inverters numbering 3 combined. In this run the vertical extent of the chip is 220.0 um. The critical path in this run is classified as reg -> reg.

Count of maximum capacitance violations: 0. The script computed a power per unit cell area of 621.8 nW/um^2. The most critical setup path has its startpoint at inst_read.r_pointer_bin[2]. Wires add up to 84.32 mm.

For this run, the number of Yosys warnings is 6. The final timing report gives a worst setup slack of 2.384 ns. The layout report lists the combined flip-flop and latch area as 15420 um^2. Prevailing logic family in the synthesized netlist: AND-OR/OR-AND gates. Initial antenna violation count: 6. The finished layout holds 2696 standard cells, fillers aside.

The run gives 0.01654 for the area fraction in mux cells. The report lists the cells along the critical path as ha_2, inv_1, nor2_1, ha_1, buf_4, nor2_1, o221ai_1, nor4_1, buf_4, a2111oi_0, a21oi_1. Final total negative setup slack: 0 ns. Layout overhead on the synthesized area: 13.54%. Data on the critical path arrives at its endpoint at 3.59 ns. After floorplanning, the core was divided into 79 placement rows.

In the synthesized netlist the dominant register cell turns out to be sky130_fd_sc_hd__dfrtp_1. The post-synthesis share of cell area spent on and, or, nand and nor gates was 0.09070. The run finished with clean final reports. After synthesis, the cell types taking the most area are sky130_fd_sc_hd__dfrtp_1, sky130_fd_sc_hd__edfxtp_1, sky130_fd_sc_hd__o21ai_0. The worst-margin pin slew is 0.9298 ns, and the synthesized instance count is 2026. The CTS log lists the clock sinks for this run as 568.

After detailed routing, the number of remaining DRC violations is 0. The logs give 46750 um^2 for the core area and 0.3786 for the relative slew slack. The detailed router finished its first iteration with 1576 violations. The worst VDD IR drop from the latest analysis is 0.4775 mV. Setup repair after global routing left no endpoint under its margin. The final route contains 17.42k vias. A synthesized cell averages 11.72 um^2. For the number of distinct library cells after synthesis, the log shows 64. The launch point of the worst reg-to-reg path is inst_read.r_pointer_bin[2]. The slowest stage cell on the critical path was sky130_fd_sc_hd__ha_2.

The run gives 0 for the antenna violation net count after detailed routing. On the worst setup and hold paths after CTS, the clock-pin slew comes to 0.08 ns. The final timing report counts setup violations totalling 0.

Global-route usage over all layers: 0.3894. Buffers placed on the I/O ports in this run total 40. The post-synth register bit count is 568. The OpenROAD warning count was 43. Buffers inserted to repair hold after CTS numbered 0. The congestion estimate from routability-driven global placement came to 0.9410.

For reference, the final report shows the hold violation count at 0. For this run the detailed placement stage logged an HPWL of 48.16 mm. The effective utilization at floorplan is 0.5081, and the average routed wire per standard cell is 31.28 um. Sorting the Yosys area breakdown by cell type puts at the top sky130_fd_sc_hd__dfrtp_1.

The fraction of layout cells with a size suffix above 1 was 0.09650; the longest individual stage delay on the worst path was 0.58 ns. Between clock sinks in the finished design, the worst skew comes to 0.02188 ns. After detailed placement, the design holds a cell count of 2579. At the placement stage, the worst setup path has a slack of 2.358 ns.

The maximum net fanout on the critical path is 17, and the adder and majority cell fraction of the synthesized area is 0.02170. The post-CTS repair timing setup buffer count came out at 0.
## registers in the layout (all words and copies together), names as in the netlist
register                   cells
inst_write.full                1
inst_RAM.data_out             16
inst_write.w_pointer_bin       6
inst_sync_wr2rd.addr_temp      6
inst_read.empty                1
inst_write.almost_full         1
inst_read.almost_empty         1
inst_read.r_pointer_bin        6
inst_sync_rd2wr.addr_temp      6
inst_sync_wr2rd.addr_out       6
inst_RAM.register            512
inst_sync_rd2wr.addr_out       6
## synth_stat cells, drive strengths merged, types with 16 or more instances
cell type	instances
edfxtp	240
nand3	35
mux2i	19
buf	44
mux2	18
a221oi	40
xnor2	16
nand2	345
dfrtp	328
a32o	18
and3	25
clkbuf	118
ha	38
nor2	21
o21ai	325
a22oi	113
a22o	25
a21oi	47
inv	43
o22ai	19
## cells by family (layout without fill, tap and decap cells)
kind of cell    count (synthesis)  count (layout)
simple gates                  491             491
xor+xnor                       28              28
compound gates                657             657
mux                            37              37
flops                         568             568
other cells                     0               6
fa+ha+maj                      40              40
buf+inv                       205             262
## per-stage QoR
stage	instance area, um^2	total power, mW	hold WS (ns)
after detailed placement	24830	12.46	0.3347
final	26970	16.77	0.3374
after CTS	26950	16.67	0.3410
after floorplan	23750	10.08	0.3312
after global placement	24830	12.39	0.3333
after global routing	26960	17.64	0.3589
## power breakdown
group          switching [mW]  internal (mW)  total [mW]  leakage, nW
combinational            4.22           2.21        6.44         4.01
clock                    1.68           2.52        4.20         1.04
sequential              0.673           5.46        6.13         5.93
total                    6.58           10.2        16.8         11.0
## layout by cell type, fill, tap and decap left out, types with 10 or more instances in the layout
cell / instances
sky130_fd_sc_hd__a221oi_1: 40
sky130_fd_sc_hd__a21oi_1: 47
sky130_fd_sc_hd__nor2_1: 21
sky130_fd_sc_hd__clkbuf_16: 60
sky130_fd_sc_hd__mux2i_1: 19
sky130_fd_sc_hd__mux2_2: 18
sky130_fd_sc_hd__a22oi_1: 113
sky130_fd_sc_hd__o22ai_1: 19
sky130_fd_sc_hd__xnor2_1: 16
sky130_fd_sc_hd__nand2_1: 345
sky130_fd_sc_hd__a22o_1: 25
sky130_fd_sc_hd__inv_1: 43
sky130_fd_sc_hd__o21ai_0: 323
sky130_fd_sc_hd__clkbuf_8: 10
sky130_fd_sc_hd__a222oi_1: 13
sky130_fd_sc_hd__dfrtp_1: 327
sky130_fd_sc_hd__a32o_1: 18
sky130_fd_sc_hd__clkdlybuf4s50_1: 38
sky130_fd_sc_hd__nand4_1: 10
sky130_fd_sc_hd__bufinv_16: 11
sky130_fd_sc_hd__edfxtp_1: 240
sky130_fd_sc_hd__nand3_1: 35
sky130_fd_sc_hd__ha_1: 30
sky130_fd_sc_hd__buf_4: 67
sky130_fd_sc_hd__and3_1: 25
sky130_fd_sc_hd__xor2_1: 12
## layer usage
metal	vias up	routed length, um	part of all wire	GRT usage
li1	7485	-	-	-
met1	8522	29870	0.35	0.5210
met2	1183	36700	0.44	0.5219
met3	222	13390	0.16	0.2471
met4	4	4336	0.051	0.1701
met5	-	25	0.00030	0.01667
## final timing paths
kind                                                    end  slack [ns]  cells past startpoint
worst max-delay path                  inst_RAM.data_out[15]        2.38                     11
worst min-delay path            inst_sync_rd2wr.addr_out[5]        0.34                      0
worst min register to register  inst_sync_rd2wr.addr_out[5]        0.34                      0
max in group asynchronous           inst_RAM.register[5][0]        3.45                      3
min in group asynchronous           inst_RAM.register[5][4]        0.47                      1
max in group clk1                    inst_write.almost_full        2.80                     15
min in group clk1               inst_sync_wr2rd.addr_out[1]        0.35                      0
worst max register to register        inst_RAM.data_out[15]        2.38                     11
## final cells by class
class | count | share of cell area
multi-input cells | 1253 | 0.2805
well taps | 607 | 0.02816
repair buffers | 108 | 0.03424
clock inverters | 32 | 0.01684
diodes | 6 | 0.0005567
inverters | 43 | 0.005985
clock buffers | 79 | 0.06203
flip-flops and latches | 568 | 0.5717
No activity file was given, so power comes from the tool's default toggle rates.
